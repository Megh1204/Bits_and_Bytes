## flow/config.mk

```make
export PLATFORM = sky130hd
export DESIGN_NAME = overflow_counter
export DESIGN_NICKNAME = overflow_counter
export VERILOG_FILES = /design/flow/design.v
export SDC_FILE = /design/flow/constraint.sdc
export NUM_CORES = 4
export LEC_CHECK = 1
export CORE_UTILIZATION = 40
```

## flow/constraint.sdc

```tcl
current_design overflow_counter

set clk_period 12.3
set clk_io_pct 0.2

create_clock -name clk0 -period $clk_period [get_ports {clk_100MHz}]

set non_clock_inputs [all_inputs -no_clocks]
set_input_delay [expr $clk_period * $clk_io_pct] -clock clk0 $non_clock_inputs
set_output_delay [expr $clk_period * $clk_io_pct] -clock clk0 [all_outputs]
```

## flow/design.v

```verilog
`timescale 1ns / 1ps
module binary_to_BCD_ssd_display(
    input [13:0] binary,
    output reg [15:0] BCD
);
    reg [29:0] operation;  
    integer i;
    always @(*)
        begin
            operation = {16'h0000, binary}; 
            for (i=0; i<14; i=i+1) begin
                if (operation[17:14] > 4) operation[17:14] = operation[17:14] + 4'd3;
                if (operation[21:18] > 4) operation[21:18] = operation[21:18] + 4'd3;
                if (operation[25:22] > 4) operation[25:22] = operation[25:22] + 4'd3;
                if (operation[29:26] > 4) operation[29:26] = operation[29:26] + 4'd3;
                operation = operation << 1;
        end
        BCD = operation[29:14];
    end
endmodule
`timescale 1ns / 1ps
module overflow_counter(
    input clk_100MHz,
    input reset, 
    input enable,
    output [15:0] led,
    output [15:0] overflow_count_BCD
    );
reg [31:0] counter = 32'b0; 
reg [13:0] overflow_count_binary = 14'b0; 
binary_to_BCD_ssd_display inst(
    .binary(overflow_count_binary),
    .BCD(overflow_count_BCD)
); 
always @(posedge clk_100MHz) begin
    if(reset) begin 
        counter <= 32'b0;
    end else if(enable) begin
        counter <= counter + 1'b1;
    end else begin 
        counter <= counter;
    end
end
always @(posedge clk_100MHz) begin
    if(reset) begin
        overflow_count_binary <= 14'b0;
    end else if (counter == 32'hFFFF_FFFF) begin
        overflow_count_binary <= overflow_count_binary +1'b1;
    end else if (overflow_count_binary == 14'd9999 && counter == 32'hFFFF_FFFF) begin
        overflow_count_binary <= 14'b0;
    end else begin
        overflow_count_binary <= overflow_count_binary;
    end
end
assign led = counter[31:16];
endmodule
```

## flow/run.sh

```bash
#!/bin/bash
# OpenROAD 26Q1-2900-gdf79404cd8, Yosys 0.63+post, stock flow scripts
make -C /OpenROAD-flow-scripts/flow DESIGN_CONFIG=/design/flow/config.mk WORK_HOME=/design/flow/orfs finish
```

==> insert_results.sql <==
-- physical implementation figures
INSERT INTO impl_metrics (metric_group, metric, value, unit) VALUES
('min_path', 'type_of_the_tightest_min_delay_check', 'reg2reg', ''),
('layout', 'layout-drive-gt1-share', '8.67', '%'),
('pwr', 'ir_drop', '0.0576', 'mV'),
('clock_tree', 'clockBufferDepth', '2', ''),
('setup_path', 'endpoint_kind', 'output pin', ''),
('drt', 'wirelength', '14100', 'um'),
('global_routing', 'grt_pass1_wl', '24700', 'um'),
('synthesis', 'chip_area_estimate_from_yosys_synthesis', '6070', 'um^2'),
('synthesis', 'mux_share_of_area', '5.71', '%'),
('run', 'tool_warnings', '39', ''),
('run_status', 'status', 'completed', ''),
('synthesis', 'synth-warning-count', '2', ''),
('synthesis', 'topCombFamilyByArea', 'AND-OR/OR-AND gates', ''),
('setup_path', 'crit_path_max_fanout', '15', ''),
('floorplanning', 'floorplan.die.height', '125', 'um'),
('timing', 'final_min_period_over_clock_period', '91.1', '%'),
('floorplanning', 'chip_area', '15700', 'um^2'),
('clock_tree', 'worst_skew_pair.late_latency', '0.28', 'ns'),
('pwr', 'power.switching_fraction', '18.8', '%'),
('synthesis', 'synthesized_instance_count', '818', ''),
('timing', 'report.final.hold_viol_count', '0', ''),
('min_path', 'hold_depth', '2', ''),
('synthesis', 'netlist-cell-type-count', '101', ''),
('floorplanning', 'floorplan.core_util', '41.4', '%'),
('synthesis', 'synth.avg_cell_area', '7.42', 'um^2'),
('drt', 'vias_per_cell', '5.91', ''),
('synthesis', 'numSynthFlops', '46', ''),
('placed_design', 'port_buffers', '34', ''),
('synthesis', 'async_flop_share', '0', '%'),
('timing', 'slew-limit-headroom', '46.0', '%'),
('drt', 'final_antenna_net_count', '0', ''),
('setup_path', 'cp.required', '9.84', 'ns'),
('timing', 'period_minus_slack', '11.21', 'ns'),
('clock_tree', 'cts.sinks', '46', ''),
('synthesis', 'synthSimpleGateAreaFrac', '26.3', '%'),
('timing', 'max_fclk', '0.0892', 'GHz'),
('timing', 'finalSetupViolations', '0', ''),
('drt', 'drt_first_pass_iters', '5', ''),
('floorplanning', 'die.size.x', '125', 'um'),
('clock_tree', 'h_tree_depth_reported_by_cts', '2', ''),
('setup_path', 'cpPeakStageDelay', '0.65', 'ns'),
('timing', 'tightest_pin_transition', '0.807', 'ns'),
('pwr', 'p_sw', '57.3', 'uW'),
('run', 'max_cap_viol_count', '0', ''),
('timing', 'final_max_slew_viols', '0', ''),
('drt', 'total_via_count_in_the_routed_design', '5858', ''),
('setup_path', 'criticalPathCategory', 'reg2out', ''),
('pwr', 'comb_power_share', '1.7', '%'),
('clock_tree', 'post-cts-setup-buffers', '0', ''),
('synthesis', 'postSynthSeqShare', '15.2', '%'),
('pwr', 'power.density_cell_area', '46.8', 'nW/um^2'),
('timing', 'setup-tns-final', '0', 'ns'),
('synthesis', 'synth_stat.cells', '818', ''),
('setup_path', 'critPathArrivalTime', '8.75', 'ns'),
('synthesis', 'syn-cell-area', '6070', 'um^2'),
('clock_tree', 'ctsResizeCount', '0', ''),
('placed_design', 'finalWeightedCongestion', '0.912', ''),
('setup_path', 'cpMostUsedCell', 'ha_1', ''),
('clock_tree', 'postCtsHoldBufs', '0', ''),
('pwr', 'power.static_leakage', '0.00226', 'uW'),
('global_routing', 'pin_count_of_the_biggest_net_entering_global_routing', '47', ''),
('drt', 'route.detailed.wl_per_inst', '14.3', 'um'),
('synthesis', 'synth-xor-area-share', '10.4', '%'),
('synthesis', 'yosys.area_share.adder', '5.53', '%'),
('floorplanning', 'num_io_pins', '35', ''),
('floorplanning', 'number_of_placement_rows', '44', ''),
('setup_path', 'number_of_cell_instances_on_the_worst_register_to_register_path', '13', ''),
('clock_tree', 'cts_tree', 'done', ''),
('pwr', 'share_clk_of_total_power', '49.0', '%'),
('synthesis', 'post_synth_ao_oa_area_fraction', '28.3', '%'),
('timing', 'grt_setup_unrepaired', 'no', '');
## critical path, delay by kind of cell, from the launching register on
family,cells,cell delay [ns]
and+or+nand+nor,3,0.39
xor gates and xnor gates,2,0.63
buffers and inverters,5,1.24
muxes,3,0.92
DFF,1,0.65
AOI/OAI and AO/OA,12,3.04
adders and majority gates,5,1.58
## power by group through the flow
stage         sequential, uW  clock [uW]  combinational [uW]
CTS                      150         153                5.24
global route             150         159                5.74
finish                   150         149                5.05
## area by class of cell
| cell class | instances | area [um^2] | share of cell area, % |
|---|---|---|---|
| flip-flops and latches | 46 | 921 | 14.1 |
| clock inverters | 2 | 37.5 | 0.577 |
| multi-input cells | 674 | 4630 | 71.1 |
| clock buffers | 6 | 129 | 1.98 |
| well taps | 184 | 230 | 3.54 |
| inverters | 30 | 113 | 1.73 |
| repair buffers | 49 | 453 | 6.96 |
## stage by stage
stage	worst slack [ns]	total power (uW)	instances	hold WS, ns	cell area, um^2
6_report	1.09	305	991	0.493	6510
5_1_grt	0.394	315	991	0.519	6510
4_1_cts	1.15	309	991	0.493	6510
3_5_place_dp	1.47	159	983	0.483	6340
3_3_place_gp	1.76	159	983	0.467	6340
2_1_floorplan	3.34	157	818	0.454	6070
## cells by family after synthesis
logic type	count (synthesis)
and+or+nand+nor	323
AOI/OAI and AO/OA	231
buffers and inverters	98
xor gates and xnor gates	61
DFF	46
muxes	32
adders and majority gates	27
## cells in the final DEF (no fill, tap or decap), types with 9 or more instances in the layout
master	netlist	routed
a211oi_1	9	9
a21oi_1	46	46
a31oi_1	10	10
and3_1	12	12
buf_4	25	15
clkdlybuf4s50_1	0	34
dfxtp_1	46	46
ha_1	26	26
inv_1	29	29
mux2i_1	23	23
nand2_1	67	67
nand3_1	29	29
nand4_1	23	23
nor2_1	95	95
nor3_1	32	32
o211ai_1	13	13
o21ai_0	40	40
or3_1	14	14
xnor2_1	36	36
xor2_1	17	17
## worst paths after layout
path	from	to	slack, ns
setup / recovery	overflow_count_binary[11]$_SDFFE_PP0P_	overflow_count_BCD[10]	1.09
setup reg to reg	counter[11]$_SDFFE_PP0P_	overflow_count_binary[13]$_SDFFE_PP0P_	9.04
hold reg to reg	counter[13]$_SDFFE_PP0P_	counter[13]$_SDFFE_PP0P_	0.49
hold / removal	counter[13]$_SDFFE_PP0P_	counter[13]$_SDFFE_PP0P_	0.49
## metal layers
metal	global-route usage (%)	wire length, um	vias to the layer above
met5	0	0	-
met4	2.80	110	0
met3	2.31	734	14
met2	29.0	6190	168
met1	27.7	7110	2675
li1	-	-	3001
## registers in the layout (all words and copies together) (netlist names)
| register | cells |
|---|---|
| overflow_count_binary | 14 |
| counter | 32 |
## cell usage after synthesis (12+ instances only)
cell type | number | share of area [%]
nand2_1 | 67 | 4.1
buf_2 | 18 | 1.5
nor2_1 | 95 | 5.9
xor2_1 | 17 | 2.5
a21oi_1 | 46 | 3.8
buf_4 | 25 | 3.1
clkbuf_1 | 16 | 0.99
nor3_1 | 32 | 2.6
mux2i_1 | 23 | 3.8
and3_1 | 12 | 1.2
dfxtp_1 | 46 | 15
xnor2_1 | 36 | 5.2
ha_1 | 26 | 5.4
nand3_1 | 29 | 2.4
inv_1 | 29 | 1.8
o211ai_1 | 13 | 1.6
or3_1 | 14 | 1.4
nand4_1 | 23 | 2.4
o21ai_0 | 40 | 3.3
Power and IR drop assume default switching activity.
