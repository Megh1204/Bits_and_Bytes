==> design/flow/design.v <==
`timescale 1ns / 1ps
module sram
    #(parameter datawidth = 8, addrwidth = 8)
    (
    input clk,  
    input reset,  
    input ce,  
    input wr_en,   
    input [addrwidth:0] addr,
    input [datawidth-1:0] din,
    output reg [datawidth-1:0] dout
    );
    reg [datawidth-1:0] mem [(2**addrwidth)-1:0];
    integer i;
    always @(posedge clk) begin
        if(reset) begin
            for(i=0;i<256;i=i+1) begin
                mem[i] = {datawidth{1'b0}};
            end
            dout <= {datawidth{1'b0}};  
        end else begin
            if(ce) begin
                if (wr_en) begin
                    mem[addr] <= din;  
                    dout = {datawidth{1'b0}};  
                end else 
                    dout = mem[addr];  
            end
        end
    end
endmodule
==> design/flow/run.sh <==
#!/bin/bash
# OpenROAD 26Q1-2900-gdf79404cd8, Yosys 0.63+post, stock flow scripts
make -C /OpenROAD-flow-scripts/flow DESIGN_CONFIG=/design/flow/config.mk WORK_HOME=/design/flow/orfs finish
==> design/flow/config.mk <==
export PLATFORM = sky130hd
export DESIGN_NAME = sram
export DESIGN_NICKNAME = sram
export VERILOG_FILES = /design/flow/design.v
export SDC_FILE = /design/flow/constraint.sdc
export NUM_CORES = 4
export LEC_CHECK = 1
export CORE_UTILIZATION = 30
==> design/flow/constraint.sdc <==
current_design sram

set clk_period 19.5
set clk_io_pct 0.2

create_clock -name clk0 -period $clk_period [get_ports {clk}]

set non_clock_inputs [all_inputs -no_clocks]
set_input_delay [expr $clk_period * $clk_io_pct] -clock clk0 $non_clock_inputs
set_output_delay [expr $clk_period * $clk_io_pct] -clock clk0 [all_outputs]
==> reports/qor.yml <==
sta:
  tightest_slew_ps: 1381
  maxSlewHeadroom: 0.07934
  timing.fmax_ghz: 0.1068
  rsz0062_at_grt: "no"
  maxSlewViolCount: 0
  setup_viol: 0
  hold_viol: 0
  tns_ps: 0
  fin_crit_sh: 0.4803
  clock_skew_ps: 55.44
  hold-worst-slack_ps: 450.4
  fin_crit_ps: 9366
  setup_ws_ps: 10130
cts:
  htreeDepth: 5
  clk_pin_slew_ps: 60
  hold_buffers: 0
  cts_buffers: 263
  clockRootBuffer: "clkbuf_16"
  postCtsSetupBuffers: 0
  cts_tree: "built"
  ctsResizeCount: 0
  insertion_delay_ps: 970
  cts_sinks: 2056
  cts_buffer_depth: 4
critical_path:
  cp-start-kind: "input pin"
  critPathKind: "input pin to flip-flop"
  worst-endpoint-required_ps: 20400
  cp-end-kind: "flip-flop"
  path_max_fanout: 35
  crit_arrival_ps: 10260
yosys:
  yosys_cells: 11790
  synth_area_leader_cell: "dfxtp_1"
  post_synth_instance_area_mm2: 0.08703
  ys_types: 75
  postSynthCellCount: 11790
  synthXorXnorAreaFrac: 0.0003019
  ys_top_cells_by_count: "4450 x nand2_1, 2146 x a21oi_1, 2056 x dfxtp_1"
  ys_chip_area_mm2: 0.08703
  ys_ff: 2056
  synth.most_common_cell: "nand2_1"
  ys.flop_type: "dfxtp_1"
  synth_seq_share: 0.4729
  synth-edff-count: 0
  ys_sh_mux: 0.0002300
  synth.cellmix.compoundShare: 0.2156
  top_area_frac: 0.4729
  yosys_warnings: 2
  async_reset_ff_frac: 0
  top_cells_by_area: "dfxtp_1 47%, nand2_1 19%, a21oi_1 12%"
  ys_sh_adder: 0
  synthTopLogicFamily: "simple AND/OR/NAND/NOR gates"
  simple_gate_share: 0.2661
  synth.avg_cell_area_um2: 7.384
power_and_ir_drop:
  p_leak_nw: 32.36
  p_per_area_mw_per_mm2: 95.04
  power_w: 0.009949
  ir_drop_mv: 0.07128
grt:
  grt_usage: 0.5589
  antenna_found_initial: 176
  grt_pass1_wl_um: 1015000
  grt_start_max_net_pins: 108
  overflow: 0
  first_global_vias: 92020
route:
  drcViolationCount: 0
  vias_per_cell: 6.530
  drtPass1Iterations: 9
  avgRoutedWirePerCell_um: 50.08
  first_iter_violations: 16340
  num_vias: 105700
  wl_um: 810800
  ant_nets: 0
run:
  stage_log_warnings: 36
  cap_violations: 0
finish:
  nFillCells: 30380
  drive_gt1_frac: 0.1176
  final_cell_count_no_fill: 16190
  syn_to_final_growth_pct: 20.29
  seq_area_mm2: 0.04116
  comb_area_mm2: 0.04274
placed_design:
  dp_slack_ps: 9902
  hpwlAfterDp_um: 592600
  portBuffers: 27
  place_inst: 15520
  gp_congestion: 1.216
floorplanning:
  fp-utilization: 0.3018
  die_h_um: 540.6
  core_mm2: 0.2884
  die_x_um: 540.6
  io_pins: 29
  chipArea_mm2: 0.2922
  row_count: 197
worst_hold_path:
  hold_class: "flip-flop to flip-flop"
run_status:
  run_status: "completed"
worst paths after layout:
path | slack, ps | cells after the start | to | from
worst max-delay path | 10130 | 16 | dout[2]$_SDFFE_PP0P_ | addr[0]
worst min-delay path | 450 | 2 | mem[122][7]$_SDFFE_PP0P_ | mem[122][7]$_SDFFE_PP0P_
worst max register to register | 15320 | 9 | dout[2]$_SDFFE_PP0P_ | mem[53][2]$_SDFFE_PP0P_
worst min register to register | 450 | 2 | mem[122][7]$_SDFFE_PP0P_ | mem[122][7]$_SDFFE_PP0P_
area by class of cell:
cell class              instances  share of cell area
repair buffers                850             0.06363
well taps                    3781             0.04519
clock inverters                74            0.009430
inverters                       7           0.0002510
clock buffers                 386             0.07500
multi-input cells            8822              0.4082
flip-flops and latches       2056              0.3932
diodes                        214            0.005115
power by group:
| part | leakage [nW] | internal (W) | switching [W] | total, W |
|---|---|---|---|---|
| Sequential | 16.6 | 0.00420 | 0.00000468 | 0.00421 |
| Combinational | 11.4 | 0.0000653 | 0.000468 | 0.000534 |
| Clock | 4.37 | 0.00302 | 0.00218 | 0.00521 |
flip-flops by register name, indices dropped and copies added, names as in the netlist:
name  flops
mem    2048
dout      8
metrics by stage:
step	area, µm²	utilization
finish	104700	0.3630
global route	104300	0.3618
CTS	104100	0.3611
detailed placement	95310	0.3305
global placement	95250	0.3303
floorplan	87030	-
worst max-delay path, cell delays in order:
cell	delay, ps
buf_4	510
buf_4	580
nor4bb_4	310
buf_4	510
buf_4	440
buf_4	430
buf_4	360
nand3_1	750
nand4_1	800
nor4_1	230
o211ai_1	170
buf_4	280
nor4_1	100
buf_4	160
and4_1	310
nor3_1	210
placed cells by master (no fill, tap or decap), types with 36 or more instances in the layout:
master     instances
buf_4            811
a22o_1            80
o22ai_1          162
clkbuf_8          68
nand4_1          131
and3_1            39
clkbuf_16        269
dfxtp_1         2056
nor2_2            78
nor4_1            57
a221oi_1          36
a22oi_1          453
nor3_1            66
a32oi_1          167
diode_2          214
nand3_1          387
nand2_1         4441
or4_1             38
clkbuf_1          49
a21oi_1         2145
nor2_1           256
routing by layer:
metal  share of wire  GRT usage  up-vias
li1                -          -    41410
met4            0.12     0.5013       93
met3            0.18     0.3979     2997
met5          0.0050     0.1286        -
met2            0.37     0.6834     9493
met1            0.34     0.6196    51740
logic make-up after synthesis:
group	Yosys count
and+or+nand+nor	5638
AOI/OAI and AO/OA	3179
DFF	2056
buffers and inverters	908
xor gates and xnor gates	3
muxes	2
Power is estimated from default activity; no workload was simulated.
